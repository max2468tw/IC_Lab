[flow/run.sh]
#!/bin/bash
# OpenROAD 26Q1-2900-gdf79404cd8, Yosys 0.63+post, stock flow scripts
make -C /OpenROAD-flow-scripts/flow DESIGN_CONFIG=/design/flow/config.mk WORK_HOME=/design/flow/orfs finish
[flow/config.mk]
export PLATFORM = sky130hd
export DESIGN_NAME = MF
export DESIGN_NICKNAME = MF
export VERILOG_FILES = /design/flow/design.v
export SDC_FILE = /design/flow/constraint.sdc
export NUM_CORES = 4
export LEC_CHECK = 1
export CORE_UTILIZATION = 30
[flow/constraint.sdc]
current_design MF

set clk_period 61.1
set clk_io_pct 0.2

create_clock -name clk0 -period $clk_period [get_ports {clk}]

set non_clock_inputs [all_inputs -no_clocks]
set_input_delay [expr $clk_period * $clk_io_pct] -clock clk0 $non_clock_inputs
set_output_delay [expr $clk_period * $clk_io_pct] -clock clk0 [all_outputs]
[flow/design.v]
package usertype;
typedef enum logic [2:0] {no_coffee=3'b000, latte=3'b001, cappuccino=3'b010, mocha=3'b011,
	user_define=3'b100} flavor;
typedef enum logic [2:0] {no_size_inf=3'b000, s=3'b001, m=3'b010, l=3'b011, xl=3'b100} size;
typedef enum logic [2:0] {none=3'b000, espresso=3'b001, milk=3'b010, chocolate=3'b011,
	froth=3'b100} ingredient;
typedef enum logic {red=1'b0, green=1'b1} window_led;
typedef struct packed {
    window_led	led;
    logic[9:0]  monitor;
} ingredient_info;
typedef struct packed {
    ingredient_info  espresso;
    ingredient_info  milk;
    ingredient_info  chocolate;
    ingredient_info  froth;
} ingredient_window;
endpackage
import usertype::*;  
module MF(
	clk,
	rst_n,
	invalid,
	image_in,
	outvalid,
	image_out
);
input				clk,rst_n,invalid;
input 		[7:0]	image_in;
output	reg 		outvalid;
output	reg [7:0]	image_out;
parameter	ST_IDLE		=	'd0,
			ST_INPUT	=	'd1,
			ST_EXE		=	'd2,
			ST_OUTPUT	=	'd3;
reg [1:0]	cs,ns;
reg [799:0]	in;
reg [7:0]	tmp [0:8];
reg [6:0]	count;
reg [3:0]	pos_x;
reg [7:0]	max_candidate [0:4];
reg [7:0]	min_candidate [0:4];
reg [7:0]	find_max [0:3];
reg [7:0]	find_min [0:3];
wire[8:0]	sum;
wire[7:0]	out;
always@(posedge clk or negedge rst_n)	begin
	if(!rst_n) in <= 'd0;
	else if(invalid) in <= {image_in,in[799:8]};
	else  in <= in;
end
always@(posedge clk or negedge rst_n)	begin
	if(!rst_n) tmp[0] <= 'd0;
	else if(ns == ST_EXE && (count < 10 || pos_x == 0)) tmp[0] <= 'd0;
	else if(ns == ST_EXE) tmp[0] <= in >> (count-11)*8;
	else  tmp[0] <= tmp[0];
end
always@(posedge clk or negedge rst_n)	begin
	if(!rst_n) tmp[1] <= 'd0;
	else if(ns == ST_EXE && count < 10) tmp[1] <= 'd0;
	else if(ns == ST_EXE) tmp[1] <= in >> (count-10)*8;
	else  tmp[1] <= tmp[1];
end
always@(posedge clk or negedge rst_n)	begin
	if(!rst_n) tmp[2] <= 'd0;
	else if(ns == ST_EXE && (count < 10 || pos_x == 9)) tmp[2] <= 'd0;
	else if(ns == ST_EXE) tmp[2] <= in >> (count-9)*8;
	else  tmp[2] <= tmp[2];
end
always@(posedge clk or negedge rst_n)	begin
	if(!rst_n) tmp[3] <= 'd0;
	else if(ns == ST_EXE && pos_x == 0) tmp[3] <= 'd0;
	else if(ns == ST_EXE) tmp[3] <= in >> (count-1)*8;
	else  tmp[3] <= tmp[3];
end
always@(posedge clk or negedge rst_n)	begin
	if(!rst_n) tmp[4] <= 'd0;
	else if(ns == ST_EXE) tmp[4] <= in >> count*8;
	else  tmp[4] <= tmp[4];
end
always@(posedge clk or negedge rst_n)	begin
	if(!rst_n) tmp[5] <= 'd0;
	else if(ns == ST_EXE && pos_x == 9) tmp[5] <= 'd0;
	else if(ns == ST_EXE) tmp[5] <= in >> (count+1)*8;
	else  tmp[5] <= tmp[5];
end
always@(posedge clk or negedge rst_n)	begin
	if(!rst_n) tmp[6] <= 'd0;
	else if(ns == ST_EXE && (count > 89 || pos_x == 0)) tmp[6] <= 'd0;
	else if(ns == ST_EXE) tmp[6] <= in >> (count+9)*8;
	else  tmp[6] <= tmp[6];
end
always@(posedge clk or negedge rst_n)	begin
	if(!rst_n) tmp[7] <= 'd0;
	else if(ns == ST_EXE && count > 89) tmp[7] <= 'd0;
	else if(ns == ST_EXE) tmp[7] <= in >> (count+10)*8;
	else  tmp[7] <= tmp[7];
end
always@(posedge clk or negedge rst_n)	begin
	if(!rst_n) tmp[8] <= 'd0;
	else if(ns == ST_EXE && (count > 89 || pos_x == 9)) tmp[8] <= 'd0;
	else if(ns == ST_EXE) tmp[8] <= in >> (count+11)*8;
	else  tmp[8] <= tmp[8];
end
always@(posedge clk or negedge rst_n)	begin
	if(!rst_n) count <= 'd0;
	else if(ns == ST_EXE) count <= count + 'd1;
	else count <= 'd0;
end
always@(posedge clk or negedge rst_n)	begin
	if(!rst_n) pos_x <= 'd0;
	else if(ns == ST_EXE && pos_x == 9) pos_x <= 'd0;
	else if(ns == ST_EXE) pos_x <= pos_x + 'd1;
	else pos_x <= pos_x;
end
always@(*) begin
	if(tmp[0] > tmp[1]) begin
		max_candidate[0] = tmp[0];
		min_candidate[0] = tmp[1];
	end
	else begin
		max_candidate[0] = tmp[1];
		min_candidate[0] = tmp[0];
	end
end
always@(*) begin
	if(tmp[2] > tmp[3]) begin
		max_candidate[1] = tmp[2];
		min_candidate[1] = tmp[3];
	end
	else begin
		max_candidate[1] = tmp[3];
		min_candidate[1] = tmp[2];
	end
end
always@(*) begin
	if(tmp[4] > tmp[5]) begin
		max_candidate[2] = tmp[4];
		min_candidate[2] = tmp[5];
	end
	else begin
		max_candidate[2] = tmp[5];
		min_candidate[2] = tmp[4];
	end
end
always@(*) begin
	if(tmp[6] > tmp[7]) begin
		max_candidate[3] = tmp[6];
		min_candidate[3] = tmp[7];
	end
	else begin
		max_candidate[3] = tmp[7];
		min_candidate[3] = tmp[6];
	end
end
always@(*) begin
	max_candidate[4] = tmp[8];
	min_candidate[4] = tmp[8];
end
always@(*) begin
	if(max_candidate[1] > max_candidate[0]) find_max[0] = max_candidate[1];
	else find_max[0] = max_candidate[0];
end
always@(*) begin
	if(max_candidate[2] > find_max[0]) find_max[1] = max_candidate[2];
	else find_max[1] = find_max[0];
end
always@(*) begin
	if(max_candidate[3] > find_max[1]) find_max[2] = max_candidate[3];
	else find_max[2] = find_max[1];
end
always@(*) begin
	if(max_candidate[4] > find_max[2]) find_max[3] = max_candidate[4];
	else find_max[3] = find_max[2];
end
always@(*) begin
	if(min_candidate[1] < min_candidate[0]) find_min[0] = min_candidate[1];
	else find_min[0] = min_candidate[0];
end
always@(*) begin
	if(min_candidate[2] < find_min[0]) find_min[1] = min_candidate[2];
	else find_min[1] = find_min[0];
end
always@(*) begin
	if(min_candidate[3] < find_min[1]) find_min[2] = min_candidate[3];
	else find_min[2] = find_min[1];
end
always@(*) begin
	if(min_candidate[4] < find_min[2]) find_min[3] = min_candidate[4];
	else find_min[3] = find_min[2];
end
assign sum = find_max[3] + find_min[3];
assign out = sum >> 1;
always@(posedge	clk or negedge rst_n)	begin
	if(!rst_n) cs <= ST_IDLE;
	else cs <= ns;
end
always@(*)	begin
	case(cs)
		ST_IDLE: begin
			if(invalid) ns	= ST_INPUT;
			else ns	= ST_IDLE;
		end
		ST_INPUT: begin
			if(!invalid) ns = ST_EXE;
			else ns	= ST_INPUT;
		end
		ST_EXE:	begin
			if(count == 100) ns = ST_OUTPUT;
			else ns	= ST_EXE;
		end
		ST_OUTPUT: begin
			ns = ST_IDLE;
		end
	endcase
end
always@(posedge clk or negedge rst_n)	begin
	if(!rst_n) outvalid <= 'd0;
	else if(cs == ST_EXE) outvalid <= 'd1;
	else outvalid	<= 'd0;
end
always@(posedge clk or negedge rst_n)	begin
	if(!rst_n) image_out <= 'd0;
	else if(cs == ST_EXE) image_out <= out;
	else image_out <= 'd0;
end
endmodule
==> results.sh <==
# flow metrics
export IMPL_async_reset_ff_frac=1.000
export IMPL_vias=58720
export IMPL_netlist_area_sq_um=78890
export IMPL_wl_per_cell_microns=25.18
export IMPL_ys_cells=6442
export IMPL_dpl_cell_area_sq_um=82880
export IMPL_startpoint_type="input port"
export IMPL_clock_skew_ns=0.03550
export IMPL_io_buffer_count=19
export IMPL_die_h_microns=514.8
export IMPL_cts_resized=0
export IMPL_fp_utilization=0.3029
export IMPL_cp_required_ns=61.72
export IMPL_vias_per_cell=6.050
export IMPL_path_class="in -> reg"
export IMPL_p_leak_nw=33.76
export IMPL_fillerInstances=25070
export IMPL_ant_nets=0
export IMPL_top_logic_kind="multiplexers"
export IMPL_rrSetupSlack_ns=49.14
export IMPL_cts_tree="yes"
export IMPL_synth_area_top_cells="mux4_2, dfrtp_1, mux2_2, mux2i_1, nand2_1"
export IMPL_overflow=0
export IMPL_yosysWarnings=6
export IMPL_drive_gt1_frac=0.3987
export IMPL_clockBufferDepth=3
export IMPL_arrival_ns=16.01
export IMPL_ir_drop_v=0.00002179
export IMPL_ys_types=83
export IMPL_max_freq_ghz=0.06495
export IMPL_crit_chain="buf_8 > buf_4 > buf_4 > buf_12 > buf_4 > mux2_2"
export IMPL_yosys_stat_area_sq_um=78890
export IMPL_top_cells_by_count="mux4_2, mux2_2, dfrtp_1"
export IMPL_ys_sh_adder=0.01689
export IMPL_area_growth_syn_to_layout_pct=9.513
export IMPL_grt_usage=0.1922
export IMPL_hold_depth=1
export IMPL_finalSetupViolCount=0
export IMPL_worstHoldPathType="reg -> reg"
export IMPL_period_used=0.2520
export IMPL_cts_max_level=3
export IMPL_status="complete, no violations"
export IMPL_regToRegEndpoint="image_out[7]"
export IMPL_tightest_slew_ns=1.181
export IMPL_p_per_area_nw_per_um2=21.02
export IMPL_hpwl_mm=162.5
export IMPL_grt_max_degree=125
export IMPL_final_cell_area_sq_um=86400
export IMPL_reg2regPathDepth=51
export IMPL_hp_start="cs[3]"
export IMPL_grt_pass1_vias=59170
export IMPL_top_cell="mux4_2"
export IMPL_fin_crit_ns=15.40
export IMPL_ys_sh_aoi=0.08471
export IMPL_cts_inserted_buffers=102
export IMPL_cp_slowest_cell="buf_4"
export IMPL_cts_hold_buf=0
export IMPL_clkLatencyLatePin_ns=0.76
export IMPL_pin_count=20
export IMPL_relSlewSlack=0.2124
export IMPL_synth_avg_cell_area_sq_um=12.25
export IMPL_core_area_sq_um=260400
export IMPL_flop_cell="dfrtp_1"
export IMPL_netlist_area_leader_share=0.3229
export IMPL_synthMuxAreaShare=0.5149
export IMPL_ys_sh_simple=0.06089
export IMPL_cts_setup_buffers=0
export IMPL_drt_iter0_markers=5030
export IMPL_final_max_slew_viol_count=0
export IMPL_cts_root_buf="clkbuf_16"
export IMPL_tool_warnings=54
export IMPL_die_x_microns=514.8
export IMPL_r2r_start="tmp[2][7]"
export IMPL_gp_congestion=0.9585
export IMPL_finalHoldViolations=0
export IMPL_chipArea_sq_um=265000
export IMPL_path_clk_slew_ns=0.06
export IMPL_synth_flops=896
export IMPL_totalNegativeSetupSlack_ns=0
export IMPL_worstPathMaxFanout=121
export IMPL_cpPeakStageDelay_ns=0.71
export IMPL_remaining_drc_errors=0
export IMPL_enable_flop_cells=0
export IMPL_synth_largest_area_cell="mux4_2"
export IMPL_antenna_found_initial=10
export IMPL_ys_sh_xor=0.003442
export IMPL_rsz0062_at_grt="no"
export IMPL_cp_end_kind="register"
export IMPL_grt_pass1_wl_mm=377.6
export IMPL_first_pass_iters=5
export IMPL_syn_inst=6442
export IMPL_num_rows=187
export IMPL_ys_seq_frac=0.2842
export IMPL_drv_cap=0
export IMPL_worstHoldEndpoint="cs[0]"
export IMPL_crit_top_cell="buf_4"
export IMPL_wirelength_mm=244.4
export IMPL_clock_sinks=896
## worst max-delay path, delay by kind of cell
kind                   cells  cell delay (ns)
buffers and inverters      5             3.04
multiplexers               1             0.41
## worst max-delay path by stage
stage	start	cells past startpoint	endpoint	slack [ns]
CTS	invalid	6	in[209]	45.75
global route	invalid	6	in[257]	45.47
finish	invalid	6	in[67]	45.70
## per-layer routing
layer / track usage / vias to the layer above / routed length, microns
li1: - / 25100 / -
met1: 0.2539 / 30150 / 94860
met2: 0.2753 / 2962 / 107100
met3: 0.1016 / 491 / 32280
met4: 0.06111 / 20 / 9857
met5: 0.008037 / - / 321
## layout make-up
type / count / area, sq um / area share
Clock buffer: 138 / 2902 / 0.03358
Antenna cell: 3 / 7.507 / 0.00008689
Tap cell: 3496 / 4374 / 0.05063
Multi-Input combinational cell: 4820 / 53950 / 0.6244
Sequential cell: 896 / 22450 / 0.2598
Inverter: 102 / 409.1 / 0.004736
Timing Repair Buffer: 203 / 1707 / 0.01975
Clock inverter: 49 / 604.3 / 0.006995
## flip-flops by register name (all words and copies together), names as in the netlist
name and count:
cs 4, tmp 72, in 800, count 7
image_out 8, outvalid 1, pos_x 4
## where the power goes
group	internal (mW)	switching, mW
clock	0.383	0.266
combinational	0.234	0.124
sequential	0.658	0.151
## cell usage in the layout (no fill, tap or decap), drive strengths merged, types with 27 or more instances in the layout
cell type	n
nand3	63
a21oi	283
mux4	1131
mux2	914
dfrtp	895
ha	104
a31oi	43
buf	186
o22ai	45
inv	109
o21ai	314
nor3	44
nor2	276
and3	27
and2	58
a311oi	43
a211oi	111
nand2	496
mux2i	485
o211ai	52
clkbuf	138
nor2b	52
## cells by family (layout without fill, tap and decap cells)
group,count (synthesis),after routing
muxes,2530,2530
buffers and inverters,726,492
AOI/OAI and AO/OA,1061,1061
adders and majority gates,106,106
and+or+nand+nor,1092,1092
xor gates and xnor gates,31,31
other,0,3
DFF,896,896
## metrics by stage
| step | power, mW | setup slack [ns] | hold slack [ns] | utilization | cells |
|---|---|---|---|---|---|
| final | 1.816 | 45.70 | 0.4301 | 0.3318 | 9707 |
| after global routing | 1.891 | 45.47 | 0.4429 | 0.3318 | 9706 |
| after CTS | 1.822 | 45.75 | 0.4294 | 0.3317 | 9704 |
| after detailed placement | 1.165 | 44.96 | 0.4142 | 0.3183 | 9517 |
| after global placement | 1.157 | 45.08 | 0.4082 | 0.3183 | 9517 |
| after floorplan | 1.044 | 47.14 | 0.3519 | - | 6442 |
Power and IR drop assume default switching activity.
