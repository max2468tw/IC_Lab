==> design/flow/design.v <==
package usertype;
typedef enum logic [2:0] {no_coffee=3'b000, latte=3'b001, cappuccino=3'b010, mocha=3'b011,
	user_define=3'b100} flavor;
typedef enum logic [2:0] {no_size_inf=3'b000, s=3'b001, m=3'b010, l=3'b011, xl=3'b100} size;
typedef enum logic [2:0] {none=3'b000, espresso=3'b001, milk=3'b010, chocolate=3'b011,
	froth=3'b100} ingredient;
typedef enum logic {red=1'b0, green=1'b1} window_led;
typedef struct packed {
    window_led	led;
    logic[9:0]  monitor;
} ingredient_info;
typedef struct packed {
    ingredient_info  espresso;
    ingredient_info  milk;
    ingredient_info  chocolate;
    ingredient_info  froth;
} ingredient_window;
endpackage
import usertype::*;  
module TIC(
	clk,
	rst_n,
	in_valid_1,
	in_valid_2,
	in_stone,
	in_action,
	in_starting_pos,
    out_valid,
	out_combo
);
input clk;
input rst_n;
input in_valid_1;
input in_valid_2;
input [2:0] in_stone;
input [2:0] in_action;
input [5:0] in_starting_pos;
output reg out_valid;
output reg [3:0] out_combo;
parameter	ST_IDLE	= 'd0,
			ST_INPUT_1 = 'd1,
			ST_INPUT_2 = 'd2,
			ST_EXE = 'd3,
			ST_OUTPUT = 'd4;
reg	[2:0] cs,ns;
reg [89:0] in;
reg [4:0] comapre_horizon;
reg [3:0] comapre_vertical;
reg [2:0] action;
reg [5:0] in_pos;
reg [89:0] pos;
reg [17:0] row;
reg [14:0] col;
reg [3:0] combo_horizon;
reg [3:0] combo_vertical;
reg [3:0] count;
always@(posedge clk or negedge rst_n) begin
	if(!rst_n) in <= 90'd0;
	else if(ns == ST_INPUT_1) in <= {in_stone, in[89:3]};
	else if(cs == ST_INPUT_2)
	begin
		case(action)
			0:  
			begin
				if (in_pos[5:3] != 0)
				begin
					in <= (in & (~(90'b111000000000000000111 << ((pos-6)*3)))) | 
						((in >> 18) & (90'b111 << ((pos-6)*3))) |
						((in << 18) & (90'b111 << (pos*3)));
				end
				else in <= in;
			end
			1:  
			begin
				if (in_pos[5:3] != 4)
				begin
					in <= (in & (~(90'b111000000000000000111 << ((pos)*3)))) |
						((in >> 18) & (90'b111 << (pos*3))) |
						((in << 18) & (90'b111 << ((pos+6)*3)));
				end
				else in <= in;
			end
			2:  
			begin
				if (in_pos[2:0] != 0)
				begin
					in <= (in & (~(90'b111111 << ((pos-1)*3)))) |
						((in >> 3) & (90'b111 << ((pos-1)*3))) |
						((in << 3) & (90'b111 << (pos*3)));
				end
				else in <= in;
			end
			3:  
			begin
				if (in_pos[2:0] != 5)
				begin
					in <= (in & (~(90'b111111 << (pos*3)))) |
						((in >> 3) & (90'b111 << (pos*3))) |
						((in << 3) & (90'b111 << ((pos+1)*3)));
				end
				else in <= in;
			end
			4:  
			begin
				if (in_pos[5:3] != 0 && in_pos[2:0] != 5)
				begin
					in <= (in & (~(90'b111000000000000111 << ((pos-5)*3)))) |
						((in >> 15) & (90'b111 << ((pos-5)*3))) |
						((in << 15) & (90'b111 << (pos*3)));
				end
				else in <= in;
			end
			5:  
			begin
				if (in_pos[5:3] != 4 && in_pos[2:0] != 0)
				begin
					in <= (in & (~(90'b111000000000000111 << (pos*3)))) |
						((in >> 15) & (90'b111 << (pos*3))) |
						((in << 15) & (90'b111 << ((pos+5)*3)));
				end
				else in <= in;
			end
			6:  
			begin
				if (in_pos[5:3] != 0 && in_pos[2:0] != 0)
				begin
					in <= (in & (~(90'b111000000000000000000111 << ((pos-7)*3)))) |
						((in >> 21) & (90'b111 << ((pos-7)*3))) |
						((in << 21) & (90'b111 << (pos*3)));
				end
				else in <= in;
			end
			7:  
			begin
				if (in_pos[5:3] != 4 && in_pos[2:0] != 5)
				begin
					in <= (in & (~(90'b111000000000000000000111 << (pos*3)))) |
						((in >> 21) & (90'b111 << (pos*3))) |
						((in << 21) & (90'b111 << ((pos+7)*3)));
				end
				else in <= in;
			end
		endcase
	end
	else in <= in;
end
always@(posedge clk or negedge rst_n) begin
	if(!rst_n) count <= 'd0;
	else if(ns == ST_EXE || ns == ST_OUTPUT) count <= count + 1;
	else count <= 0;
end
always@(posedge clk or negedge rst_n) begin
	if(!rst_n) row <= 'd0;
	else if(cs == ST_EXE && count > 0 &&count < 6)
		row <= (in >> (count-1)*18);
	else row <= 'd0;
end
always@(posedge clk or negedge rst_n) begin
	if(!rst_n) col <= 'd0;
	else if(cs == ST_EXE && count > 0 && count < 7)
		case((count-1))
			0: col <= {in[2:0],in[20:18],in[38:36],in[56:54],in[74:72]};
			1: col <= {in[5:3],in[23:21],in[41:39],in[59:57],in[77:75]};
			2: col <= {in[8:6],in[26:24],in[44:42],in[62:60],in[80:78]};
			3: col <= {in[11:9],in[29:27],in[47:45],in[65:63],in[83:81]};
			4: col <= {in[14:12],in[32:30],in[50:48],in[68:66],in[86:84]};
			5: col <= {in[17:15],in[35:33],in[53:51],in[71:69],in[89:87]};
			default: col <= 'd0;
		endcase
	else col <= 'd0;
end
always@(posedge clk or negedge rst_n) begin
	if(!rst_n) comapre_horizon <= 'd0;
	else 
		comapre_horizon <= {row[2:0] == row[5:3],
				row[5:3] == row[8:6],
				row[8:6] == row[11:9],
				row[11:9] == row[14:12],
				row[14:12] == row[17:15]};
end
always@(posedge clk or negedge rst_n) begin
	if(!rst_n) comapre_vertical <= 'd0;
	else
		comapre_vertical <= {col[2:0] == col[5:3],
				col[5:3] == col[8:6],
				col[8:6] == col[11:9],
				col[11:9] == col[14:12]};
end
always@(posedge clk or negedge rst_n) begin
	if(!rst_n) combo_horizon <= 0;
	else if (cs == ST_EXE && count > 2 && count < 8) begin
		case(comapre_horizon)
			5'b11011: combo_horizon <= combo_horizon + 2;
			5'b11000,5'b01100,5'b00110,5'b00011,
			5'b11100,5'b01110,5'b00111,5'b11001,5'b10011,5'b11010,5'b01011,5'b01101,5'b10110,
			5'b11110,5'b01111,5'b11101,5'b10111,
			5'b11111: combo_horizon<=combo_horizon+1;
			default: combo_horizon <= combo_horizon;
		endcase
	end
	else if(ns == ST_IDLE)
		combo_horizon <= 0;
	else
		combo_horizon <= combo_horizon;
end
always@(posedge clk or negedge rst_n) begin
	if(!rst_n) combo_vertical <= 0;
	else if (cs == ST_EXE && count > 2 && count < 9) begin
		case(comapre_vertical)
			4'b1100,4'b0110,4'b0011,
			4'b1110,4'b0111,4'b1101,4'b1011,
			4'b1111: combo_vertical <= combo_vertical + 1;
			default: combo_vertical <= combo_vertical;
		endcase
	end
	else if(ns == ST_IDLE)
		combo_vertical <= 0;
	else
		combo_vertical <= combo_vertical;
end
always@(posedge clk or negedge rst_n) begin
	if(!rst_n) action <= 3'd0;
	else if(ns == ST_INPUT_2) action <= in_action;
	else action <= 3'd0;
end
always@(posedge clk or negedge rst_n) begin
	if(!rst_n) in_pos <= 6'd0;
	else if(cs == ST_IDLE && ns == ST_INPUT_2) in_pos <= in_starting_pos;
	else if(cs == ST_INPUT_2) begin
		case(action)
		3'd0: in_pos <= {((in_pos[5:3] > 3'd0)?(in_pos[5:3]-1):3'd0),in_pos[2:0]};  
		3'd1: in_pos <= {((in_pos[5:3] < 3'd4)?(in_pos[5:3]+1):3'd4),in_pos[2:0]};  
		3'd2: in_pos <= {in_pos[5:3],((in_pos[2:0] > 3'd0)?(in_pos[2:0]-3'd1):3'd0)};  
		3'd3: in_pos <= {in_pos[5:3],((in_pos[2:0] < 3'd5)?(in_pos[2:0]+3'd1):3'd5)};  
		3'd4: in_pos <= (in_pos[5:3]>3'd0 && in_pos[2:0]<3'd5)?{(in_pos[5:3]-3'd1),(in_pos[2:0]+3'd1)}:in_pos;  
		3'd5: in_pos <= (in_pos[5:3]<3'd4 && in_pos[2:0]>3'd0)?{(in_pos[5:3]+3'd1),(in_pos[2:0]-3'd1)}:in_pos;  
		3'd6: in_pos <= (in_pos[5:3]>3'd0 && in_pos[2:0]>3'd0)?{(in_pos[5:3]-3'd1),(in_pos[2:0]-3'd1)}:in_pos;  
		3'd7: in_pos <= (in_pos[5:3]<3'd4 && in_pos[2:0]<3'd5)?{(in_pos[5:3]+3'd1),(in_pos[2:0]+3'd1)}:in_pos;  
		endcase
	end
	else in_pos <= 6'd0; 
end
always@(*) begin
	pos = in_pos[5:3]*6 + in_pos[2:0];
end
always@(posedge clk or negedge rst_n) begin
	if(!rst_n) cs <= ST_IDLE;
	else cs <= ns;
end
always@(*)begin
	case(cs)
		ST_IDLE:
		begin
			if(in_valid_1) ns = ST_INPUT_1;
			else if(in_valid_2) ns = ST_INPUT_2;
			else ns	= ST_IDLE;
		end
		ST_INPUT_1:
		begin
			if(!in_valid_1) ns = ST_IDLE;
			else ns	= ST_INPUT_1;
		end
		ST_INPUT_2:
		begin
			if(!in_valid_2) ns = ST_EXE;
			else ns	= ST_INPUT_2;
		end
		ST_EXE:
		begin
			if(count == 8) ns = ST_OUTPUT;
			else ns	= ST_EXE;
		end
		ST_OUTPUT:
		begin
			if(count == 10) ns = ST_IDLE;
			else ns = ST_OUTPUT;
		end
		default:
		begin
			ns = ST_IDLE;
		end
	endcase
end
always@(posedge clk or negedge rst_n) begin
	if(!rst_n) out_valid <= 'd0;
	else if(ns == ST_OUTPUT) out_valid <= 'd1;
	else out_valid <= 'd0;
end
always@(posedge clk or negedge rst_n) begin
	if(!rst_n) out_combo <= 'd0;
	else if(ns == ST_OUTPUT)
	begin
		case(count)
		4'd8: out_combo <= combo_horizon;
		4'd9: out_combo <= combo_vertical;
		default:
			out_combo <= 'd0;
		endcase
	end
	else out_combo <= 'd0;
end
endmodule
==> design/flow/run.sh <==
#!/bin/bash
# OpenROAD 26Q1-2900-gdf79404cd8, Yosys 0.63+post, stock flow scripts
make -C /OpenROAD-flow-scripts/flow DESIGN_CONFIG=/design/flow/config.mk WORK_HOME=/design/flow/orfs finish
==> design/flow/config.mk <==
export PLATFORM = sky130hd
export DESIGN_NAME = TIC
export DESIGN_NICKNAME = TIC
export VERILOG_FILES = /design/flow/design.v
export SDC_FILE = /design/flow/constraint.sdc
export NUM_CORES = 4
export LEC_CHECK = 1
export CORE_UTILIZATION = 30
==> design/flow/constraint.sdc <==
current_design TIC

set clk_period 10.2
set clk_io_pct 0.2

create_clock -name clk0 -period $clk_period [get_ports {clk}]

set non_clock_inputs [all_inputs -no_clocks]
set_input_delay [expr $clk_period * $clk_io_pct] -clock clk0 $non_clock_inputs
set_output_delay [expr $clk_period * $clk_io_pct] -clock clk0 [all_outputs]
==> results.yml <==
# flow metrics
status:
  status: "complete, no violations"
timing:
  report.final.slew_viol_count: 0
  fmax_ghz: 0.1158
  slew_headroom_pct: 1.694
  finalSetupViolCount: 0
  skew_ps: 43.13
  period_used_pct: 84.69
  rsz0062_at_grt: "false"
  hold_viol: 0
  fin_tns_setup_ps: 0
  tightest_slew_ps: 1469
  fin_crit_ps: 8639
  timing.hold.ws_ps: 518.7
placement:
  numPortBuffers: 20
  place.gp.congestion: 1.193
  dpl.hpwl_um: 212600
clock_tree:
  post_cts_resized: 0
  tritoncts: "yes"
  post-cts-setup-buffers: 0
  cts.path.max_buffers: 2
  clock-root-buffer: "clkbuf_16"
  cts_made_buffers: 17
  cts.sinks: 163
  clk_latency_ps: 580
  path_clk_slew_ps: 90
  cts_hold_buf: 0
  cts_htree_levels: 4
setup_path:
  cp_data_required_time_ps: 10690
  critPathCaptureType: "flop"
  path_max_fanout: 18
  crit_type: "flop to flop"
  crit_arrival_ps: 9130
  start_kind: "flop"
detailed_routing:
  drc: 0
  wl_um: 307700
  num_vias: 55100
  drt_iter0_markers: 9199
  postRouteAntennaNets: 0
  viasPerCell: 7.569
  avgRoutedWirePerCell_um: 42.27
  dr.pass1.iters: 14
finish:
  lay_top_cells: "nand2_1, a21oi_1, nor2_1"
  final_common_cell: "nand2_1"
  syn_to_final_growth_pct: 9.492
  utilization_pct: 33.09
  drive_gt1_share_pct: 11.09
die:
  fp-row-count: 131
  core_util_floorplan_pct: 30.22
  die_area_um2: 129700
  die_h_um: 360.2
  die_w_um: 360.2
  coreArea_um2: 127400
  num_io_pins: 21
logic_synthesis:
  yosysWarnings: 1
  netlist_instances: 5792
  edf_count: 0
  ys_area_um2: 38490
  syn_area_um2: 38490
  yosysCellCount: 5792
  synth_area_per_cell_um2: 6.645
  postSynthSeqShare_pct: 10.60
  ys_ff: 163
  yosysUniqueCellTypes: 115
  ys_async_sr_fraction_pct: 100.0
  flop_cell: "dfrtp_1"
global_routing:
  grt_usage_pct: 46.81
  grt_pass1_vias: 49350
  grt_pass1_wl_um: 416900
  overflow: 0
  grt_max_degree: 80
  antenna_found_initial: 59
hold_path:
  hold_path.class: "flop to flop"
run:
  tool_warnings: 66
  cap_violations: 0
power:
  peakVddDrop_v: 0.0004238
  power.density_nw_per_um2: 162.3
  p_leak_nw: 14.27
[Yosys cell counts (all sizes together), types with 58 or more instances]
cell | count | area (um^2)
a21oi | 510 | 2571
and3 | 79 | 494.2
nand4 | 91 | 569.3
nand2 | 718 | 2703
inv | 90 | 337.8
o22ai | 63 | 394.1
a211oi | 122 | 920.9
nor2 | 464 | 1744
and2 | 72 | 450.4
a31oi | 148 | 938.4
o211ai | 80 | 600.6
dfrtp | 162 | 4054
nand3 | 243 | 1226
o21ai | 432 | 2162
a21o | 58 | 435.4
xor2 | 65 | 569.3
clkbuf | 526 | 1974
a22oi | 207 | 1559
nor3 | 153 | 802.0
a32oi | 94 | 823.3
ha | 141 | 1764
xnor2 | 77 | 681.9
buf | 109 | 494.2
nor4 | 58 | 464.2
mux2i | 132 | 1321
[metal layers]
metal  GRT usage [%]  part of all wire [%]  vias up
met3           28.17                    16     2001
met1           51.97                    33    26030
met5           3.626                  0.32        -
met4           41.84                    12       52
li1                -                     -    21780
met2           61.45                    38     5233
[metrics by stage]
stage          worst slack (ps)  total power, mW  std cells  instance area, um^2
2_1_floorplan              3343            3.726       5792                38490
3_3_place_gp               1874            5.639       7205                41440
3_5_place_dp               1919            5.655       7205                41440
4_1_cts                    1864            6.435       7237                42040
5_1_grt                    1097            6.870       7249                42070
6_report                   1561            6.840       7280                42140
[registers in the layout, indices dropped and copies added (netlist names), 5 cells and up]
name / flops
in_pos: 6
col: 15
cs: 5
comapre_horizon: 5
in: 90
row: 18
[critical path: stages, from the launching register on]
cell and delay [ps]:
dfrtp_1 420, inv_1 110, ha_1 370, inv_1 90
fa_1 560, buf_4 270, ha_1 330, a21boi_0 510
o21ai_0 400, nor2_1 370, ha_1 500, a21oi_1 220
o21ai_0 340, mux2_2 400, a211oi_1 370, nor2_1 70
a221o_1 340, a21oi_1 120, o22a_1 270, a41o_1 470
nand4_1 830, a21oi_1 680, mux2_2 390, a21oi_1 140
[report_power, final]
part           total (mW)  internal [mW]  switching [mW]
Sequential           1.08          0.812           0.270
Combinational        4.99           1.34            3.64
Clock               0.770          0.369           0.401
Total                6.84           2.52            4.32
[layout make-up]
| cell class | count | area (um^2) |
|---|---|---|
| antenna | 43 | 107.6 |
| multi-input combinational | 4899 | 31870 |
| fill | 13690 | 85210 |
| clock inverter | 14 | 166.4 |
| clock buffer | 18 | 429.2 |
| tap | 1662 | 2079 |
| sequential | 163 | 4096 |
| timing repair buffer | 386 | 3039 |
| inverter | 95 | 356.6 |
[kinds of logic after synthesis]
group	synth area share [%]
DFF	10.60
and+or+nand+nor	25.64
muxes	7.236
adders and majority gates	4.895
buffers and inverters	7.340
AOI/OAI and AO/OA	40.92
xor gates and xnor gates	3.371
[worst paths after layout]
kind                                               startpoint                            end  slack [ps]  cells past startpoint
worst max-delay path                    in_pos[4]$_DFFE_PN0P_             in[18]$_DFFE_PN0P_        1560                     23
worst min-delay path            combo_vertical[2]$_DFFE_PN0P_  combo_vertical[2]$_DFFE_PN0P_         520                      1
worst max register to register          in_pos[4]$_DFFE_PN0P_             in[18]$_DFFE_PN0P_        1560                     23
worst min register to register  combo_vertical[2]$_DFFE_PN0P_  combo_vertical[2]$_DFFE_PN0P_         520                      1
max in group asynchronous                               rst_n             in[47]$_DFFE_PN0P_        6830                      3
min in group asynchronous                               rst_n             in[25]$_DFFE_PN0P_        1480                      1
No activity file was given, so power comes from the tool's default toggle rates.
