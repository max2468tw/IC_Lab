File: config.mk
export PLATFORM = sky130hd
export DESIGN_NAME = OT
export DESIGN_NICKNAME = OT
export VERILOG_FILES = /design/flow/design.v
export SDC_FILE = /design/flow/constraint.sdc
export NUM_CORES = 4
export LEC_CHECK = 1
export CORE_UTILIZATION = 50
File: constraint.sdc
current_design OT

set clk_period 61.7
set clk_io_pct 0.2

create_clock -name clk0 -period $clk_period [get_ports {clk}]

set non_clock_inputs [all_inputs -no_clocks]
set_input_delay [expr $clk_period * $clk_io_pct] -clock clk0 $non_clock_inputs
set_output_delay [expr $clk_period * $clk_io_pct] -clock clk0 [all_outputs]
File: design.v
package usertype;
typedef enum logic [2:0] {no_coffee=3'b000, latte=3'b001, cappuccino=3'b010, mocha=3'b011,
	user_define=3'b100} flavor;
typedef enum logic [2:0] {no_size_inf=3'b000, s=3'b001, m=3'b010, l=3'b011, xl=3'b100} size;
typedef enum logic [2:0] {none=3'b000, espresso=3'b001, milk=3'b010, chocolate=3'b011,
	froth=3'b100} ingredient;
typedef enum logic {red=1'b0, green=1'b1} window_led;
typedef struct packed {
    window_led	led;
    logic[9:0]  monitor;
} ingredient_info;
typedef struct packed {
    ingredient_info  espresso;
    ingredient_info  milk;
    ingredient_info  chocolate;
    ingredient_info  froth;
} ingredient_window;
endpackage
import usertype::*;  
module OT(
	rst_n,
	clk,
	in_valid,
	out_valid,
	image_in,
	image_out
);
input rst_n, clk, in_valid;
input [7:0] image_in;
output reg [11:0] image_out;
output reg out_valid;
parameter	ST_IDLE		=	'd0,
		ST_INPUT	=	'd1,
		ST_EXE		=	'd2,
		ST_OUTPUT	=	'd3;
reg [1:0]	cs,ns;
reg [599:0] 	in;
reg [11:0] 	temp[0:8];
reg [6:0]	count;
reg [2:0]	pos_x;
wire [11:0] 	out;
assign out = (temp[0]>>4)+(temp[1]>>3)+(temp[2]>>4)+(temp[3]>>3)+(temp[4]>>2)+(temp[5]>>3)+(temp[6]>>4)+(temp[7]>>3)+(temp[8]>>4);
always@(posedge clk or negedge rst_n)	begin
	if(!rst_n) in <= 'd0;
	else if(in_valid) in <= {image_in,in[599:8]};
	else  in <= in;
end
always@(posedge clk or negedge rst_n)	begin
	if(!rst_n) temp[0] <= 'd0;
	else if(ns == ST_EXE && (count < 15 || pos_x == 0)) temp[0] <= 'd0;
	else if(ns == ST_EXE) temp[0] <= {in >> (count-16)*8,4'b0};
	else  temp[0] <= temp[0];
end
always@(posedge clk or negedge rst_n)	begin
	if(!rst_n) temp[1] <= 'd0;
	else if(ns == ST_EXE && count < 15) temp[1] <= 'd0;
	else if(ns == ST_EXE) temp[1] <= {in >> (count-15)*8,4'b0};
	else  temp[1] <= temp[1];
end
always@(posedge clk or negedge rst_n)	begin
	if(!rst_n) temp[2] <= 'd0;
	else if(ns == ST_EXE && (count < 15 || pos_x == 4)) temp[2] <= 'd0;
	else if(ns == ST_EXE) temp[2] <= {in >> (count-14)*8,4'b0};
	else  temp[2] <= temp[2];
end
always@(posedge clk or negedge rst_n)	begin
	if(!rst_n) temp[3] <= 'd0;
	else if(ns == ST_EXE && pos_x == 0) temp[3] <= 'd0;
	else if(ns == ST_EXE) temp[3] <= {in >> (count-1)*8,4'b0};
	else  temp[3] <= temp[3];
end
always@(posedge clk or negedge rst_n)	begin
	if(!rst_n) temp[4] <= 'd0;
	else if(ns == ST_EXE) temp[4] <= {in >> count*8,4'b0};
	else  temp[4] <= temp[4];
end
always@(posedge clk or negedge rst_n)	begin
	if(!rst_n) temp[5] <= 'd0;
	else if(ns == ST_EXE && pos_x == 4) temp[5] <= 'd0;
	else if(ns == ST_EXE) temp[5] <= {in >> (count+1)*8,4'b0};
	else  temp[5] <= temp[5];
end
always@(posedge clk or negedge rst_n)	begin
	if(!rst_n) temp[6] <= 'd0;
	else if(ns == ST_EXE && (count > 59 || pos_x == 0)) temp[6] <= 'd0;
	else if(ns == ST_EXE) temp[6] <= {in >> (count+14)*8,4'b0};
	else  temp[6] <= temp[6];
end
always@(posedge clk or negedge rst_n)	begin
	if(!rst_n) temp[7] <= 'd0;
	else if(ns == ST_EXE && count > 59) temp[7] <= 'd0;
	else if(ns == ST_EXE) temp[7] <= {in >> (count+15)*8,4'b0};
	else  temp[7] <= temp[7];
end
always@(posedge clk or negedge rst_n)	begin
	if(!rst_n) temp[8] <= 'd0;
	else if(ns == ST_EXE && (count > 59 || pos_x == 4)) temp[8] <= 'd0;
	else if(ns == ST_EXE) temp[8] <= {in >> (count+16)*8,4'b0};
	else  temp[8] <= temp[8];
end
always@(posedge clk or negedge rst_n)	begin
	if(!rst_n) count <= 'd0;
	else if(ns == ST_EXE) count <= count + 'd1;
	else count <= 'd0;
end
always@(posedge clk or negedge rst_n)	begin
	if(!rst_n) pos_x <= 'd0;
	else if(ns == ST_EXE && pos_x == 4) pos_x <= 'd0;
	else if(ns == ST_EXE) pos_x <= pos_x + 'd1;
	else pos_x <= pos_x;
end
always@(posedge	clk or negedge rst_n)	begin
	if(!rst_n) cs <= ST_IDLE;
	else cs <= ns;
end
always@(*)	begin
	case(cs)
		ST_IDLE:	begin
			if(in_valid) ns	= ST_INPUT;
			else ns	= ST_IDLE;
		end
		ST_INPUT:	begin
			if(!in_valid) ns = ST_EXE;
			else ns	= ST_INPUT;
		end
		ST_EXE:	begin
			if(count == 75) ns = ST_OUTPUT;
			else ns	= ST_EXE;
		end
		ST_OUTPUT:	begin
			ns = ST_IDLE;
		end
	endcase
end
always@(posedge clk or negedge rst_n)	begin
	if(!rst_n) out_valid <= 'd0;
	else if(cs == ST_EXE) out_valid <= 'd1;
	else out_valid	<= 'd0;
end
always@(posedge clk or negedge rst_n)	begin
	if(!rst_n) image_out <= 'd0;
	else if(cs == ST_EXE) image_out <= out;
	else image_out <= 'd0;
end
endmodule
File: run.sh
#!/bin/bash
# OpenROAD 26Q1-2900-gdf79404cd8, Yosys 0.63+post, stock flow scripts
make -C /OpenROAD-flow-scripts/flow DESIGN_CONFIG=/design/flow/config.mk WORK_HOME=/design/flow/orfs finish
==> GITHUB_STEP_SUMMARY <==
## Implementation flow summary

| Metric | Value |
|---|---|
| Drt first pass iters | `8` |
| Most used logic cell in the final layout | `mux4_2` |
| Final-report max-slew violation count | `0` |
| Avg Cell Area, Syn | `12.9 sq um` |
| Core utilization at floorplan | `50.6%` |
| Clock latency on the worst-skew pair | `0.73 ns` |
| Setup ws final | `46.31 ns` |
| Vias in the first global route | `46900` |
| Top area cell types | `mux4_2, dfrtp_1, mux2_2` |
| Top Layout Cells | `mux4_2, dfrtp_1, mux2_2` |
| Synth area leader | `mux4_2` |
| Outcome | `completed` |
| CTS H-tree depth | `3` |
| Core area | `0.119 sq mm` |
| Vias per cell | `7.49` |
| Post-synthesis cell count | `4655` |
| Ys Warns | `2` |
| Worst IR drop on VDD | `0.0269 mV` |
| Clock-pin slew on the worst setup and hold paths | `0.06 ns` |
| Largest net degree at the start of global routing | `120` |
| Die H | `348 um` |
| Final Hold Viols | `0` |
| Final instance area | `0.0650 sq mm` |
| Layout cells sized above 1 | `42.2%` |
| Yosys Instances | `4655` |
| PD cells | `28.9 mW/mm^2` |
| Post-route minimum period | `15.39 ns` |
| Cell leakage power | `27.6 nW` |
| CP arrival | `15.98 ns` |
| Seq share, synth | `29.2%` |
| Hold Slack | `0.428 ns` |
| Overflow after GRT | `0` |
| Unrepaired setup endpoints after global routing | `false` |
| # Max-Cap Violations | `0` |
| Num ports | `24` |
| Critical path launch point type | `input port` |
| CP Class | `in2reg` |
| DR iter-0 viols | `4836` |
| Tool warnings | `48` |
| Flop area | `0.0175 sq mm` |
| CTS tree | `done` |
| Max_slew headroom | `12.3%` |
| Area of the mapped netlist | `0.0600 sq mm` |
| Main synth FF type | `dfrtp_1` |
| Root Buffer | `clkbuf_16` |
| Chip area in the Yosys report | `0.0600 sq mm` |
| Full die area | `0.121 sq mm` |
| Fill count | `9716` |
| Achievable Freq | `65.0 MHz` |
| GP Congestion | `1.04` |
| Final Non-Filler Cells | `6179` |
| DP Area | `0.0618 sq mm` |
| Placed insts | `6006` |
| CP Max Fanout | `68` |
| Async SR Flop Fraction | `100%` |
| Maximum root-to-sink buffer count | `3` |
| Worst Skew | `0.0503 ns` |
| Drt total wl | `224000 um` |
| Post-layout util | `54.8%` |
| DR vias | `46300` |
| First-pass GRT wire length | `332000 um` |
| Average wire per standard cell | `36.2 um` |
| # rows | `126` |
| DRC | `0` |
| Post-Route Setup TNS | `0 ns` |
| CTS Hold Bufs | `0` |
| Logic cell area | `0.0401 sq mm` |
| Post_cts resized | `0` |
| Worst slew pin tran | `1.31 ns` |
| Initial antenna violation count | `12` |
| Registers, synthesis | `699` |
| Area Overhead vs Synth | `8.40%` |
| Clock buffer count from CTS | `87` |
| EDFF count, synth | `0` |
| Hold Crit Class | `reg2reg` |
| Yosys cell types | `83` |
| Post-DRT Antenna Nets | `0` |
| # setup viols final | `0` |
| Setup Fix Bufs, Post-CTS | `0` |
| Pwr Total | `1.88 mW` |
| Worst EP required | `62.30 ns` |
| Die Span X | `348 um` |
| Pre-CTS setup slack | `45.63 ns` |
| DP HPWL | `149000 um` |
| Top-area cell share | `32.9%` |
| Crit end category | `register` |
| Clock Sinks | `699` |
| Buffers on Ports | `23` |
| Final period utilization | `24.9%` |
| GRT Overall Usage | `40.2%` |
## layout make-up
cell class                      instances  area share, %
Multi-Input combinational cell       3384           61.7
Inverter                              107          0.631
Clock buffer                          115           3.85
Sequential cell                       699           26.9
Antenna cell                           13         0.0500
Timing Repair Buffer                  216           2.71
Tap cell                             1600           3.08
Clock inverter                         45           1.03
## report_power, final
group / total, mW / switching, mW / internal, mW / leakage, nW
Clock: 0.568 / 0.219 / 0.348 / 1.54
Sequential: 0.707 / 0.167 / 0.540 / 9.27
Combinational: 0.606 / 0.281 / 0.325 / 16.8
Total: 1.88 / 0.668 / 1.21 / 27.6
## worst max-delay path: stages
cell,delay (ns)
buf_8,0.37
buf_4,0.63
buf_4,0.66
buf_4,0.63
buf_4,0.71
mux2_2,0.42
## path summary, 6_finish.rpt
kind	start	end	slack [ns]	cells after the start
setup reg to reg	count[1]	temp[1][7]	55.52	10
setup / recovery	in_valid	in[578]	46.31	6
hold / removal	cs[3]	cs[0]	0.43	1
hold reg to reg	cs[3]	cs[0]	0.43	1
max in group asynchronous	rst_n	in[154]	47.49	4
min in group asynchronous	rst_n	in[502]	11.61	1
## Yosys cell counts (12+ instances only)
cell type and count:
nand3_1 95, inv_1 103, nor3_1 42, nor2b_1 12, a32oi_1 20, and2_1 14
mux2_2 645, buf_1 39, o2bb2ai_1 12, a221oi_1 26, a311oi_1 21, o22ai_1 103
o221ai_1 37, a31oi_1 39, a211oi_1 41, buf_4 62, nor2_1 141, a21oi_1 90
and3_1 29, nand4_1 29, ha_1 27, o21ai_0 90, mux2i_1 294, o211ai_1 34
fa_1 53, buf_2 161, xnor2_1 22, o31ai_1 15, a22oi_1 53, dfrtp_1 698
nand2b_1 15, nand2_1 357, clkbuf_1 200, mux4_2 875
## registers in the layout (all words and copies together), names as in the netlist
register	count
cs	4
count	7
in	600
out_valid	1
image_out	12
temp	72
pos_x	3
## logic make-up (layout without fill, tap and decap cells)
kind of cell               Yosys count  in the layout  synth area share [%]
AOI/OAI and AO/OA                  682            682                  8.02
other                                0             13                     0
buffers and inverters              572            483                  4.34
muxes                             1814           1814                  49.9
adders and majority gates           80             80                  2.33
xor gates and xnor gates            28             28                 0.421
and+or+nand+nor                    780            780                  5.84
DFF                                699            699                  29.2
## metal layers
layer | vias to the layer above | GRT usage [%] | wire, um | share of wire (%)
met5 | - | 3.76 | 826 | 0.37
met3 | 668 | 25.7 | 36500 | 16
met2 | 3136 | 51.9 | 93400 | 42
li1 | 18600 | - | - | -
met4 | 29 | 17.6 | 13200 | 5.9
met1 | 23900 | 55.3 | 79700 | 36
No activity file was given, so power comes from the tool's default toggle rates.
